==> flow/design.v <==
module WeightSpad(clk, rst, w_en, r_en, write_data, read_address, write_address, read_data);
input clk, rst, w_en, r_en;
input  [7:0] write_data;
input  [5:0] read_address, write_address;
output [7:0] read_data;
reg [7:0] rf [63:0];
integer i;
assign read_data = (r_en)? rf[read_address] : 8'd0;
always@(posedge clk or posedge rst)begin
	if(rst)begin
		for(i=0; i<=63; i=i+1)begin
			rf[i] <= 8'd0;    
		end
	end
	else begin
		if(w_en)begin
			rf[write_address] <= write_data;
		end
	end
end
endmodule
==> flow/run.sh <==
#!/bin/bash
# OpenROAD 26Q1-2900-gdf79404cd8, Yosys 0.63+post, stock flow scripts
make -C /OpenROAD-flow-scripts/flow DESIGN_CONFIG=/design/flow/config.mk WORK_HOME=/design/flow/orfs finish
==> flow/config.mk <==
export PLATFORM = sky130hd
export DESIGN_NAME = WeightSpad
export DESIGN_NICKNAME = WeightSpad
export VERILOG_FILES = /design/flow/design.v
export SDC_FILE = /design/flow/constraint.sdc
export NUM_CORES = 4
export LEC_CHECK = 1
export CORE_UTILIZATION = 30
==> flow/constraint.sdc <==
current_design WeightSpad

set clk_period 4.6
set clk_io_pct 0.2

create_clock -name clk0 -period $clk_period [get_ports {clk}]

set non_clock_inputs [all_inputs -no_clocks]
set_input_delay [expr $clk_period * $clk_io_pct] -clock clk0 $non_clock_inputs
set_output_delay [expr $clk_period * $clk_io_pct] -clock clk0 [all_outputs]
==> impl_metrics.tcl <==
# collected from the flow reports
set metrics [dict create \
    power.switching_uw 2990 \
    design_area_sq_mm 0.0297 \
    globalplace.congestion 1.03 \
    power_density_mw_per_mm2 388 \
    combPwrFrac_pct 11.7 \
    vdd_drop_max_v 0.000256 \
    num_vias 18160 \
    cts_tree "done" \
    wl_um 110000 \
    hold_slack_ns 0.500 \
    chip_area_sq_mm 0.0789 \
    relSlewSlack_pct 33.9 \
    core-area_sq_mm 0.0765 \
    die_width_um 281 \
    hold_violations 0 \
    drt_iter0_markers 1390 \
    p_clk_share_pct 40.9 \
    ys.flops 512 \
    wire_per_inst_um 34.7 \
    max_freq_mhz 218 \
    nFillCells 7037 \
    yosys-top-cells-area "dfrtp_1 55%, mux2_2 25%, a32oi_1 3.9%" \
    worstSetupEndpointType "primary output" \
    grt_pass1_wl_um 152000 \
    finalSetupViolations 0 \
    ff2ff_path_depth 1 \
    top_cell_area_share_pct 54.9 \
    clock_latency_ns 0.63 \
    htreeDepth 2 \
    critical_path.top_delay_family "buffers and inverters" \
    antenna_found_initial 4 \
    swShare_pct 26.0 \
    yosys_warnings 2 \
    ys_types 55 \
    ys_seq_share_pct 54.9 \
    fin_worst_skew_ns 0 \
    flop_cell "dfrtp_1" \
    holdPathStages 1 \
    die_h_um 281 \
    worst_setup_path_start_kind "input port" \
    clkTransAtPathRegs_ns 0.06 \
    lay_top_count "mux2_2" \
    lay_top_cells "517 x mux2_2, 512 x dfrtp_1, 283 x buf_4, 110 x nand3_1, 91 x a32oi_1" \
    drive_gt1_share_pct 49.4 \
    utilization_pct 38.9 \
    largest_register_ffs 512 \
    warning_count 30 \
    cts_sinks 512 \
    root_buffer "clkbuf_16" \
    worst_pin_slew_ns 0.984 \
    synth_top_cell_by_area "dfrtp_1" \
    worst_ep_required_time_ns 3.68 \
    dpl.hpwl_um 77800 \
    crit_slowest_cell "clkdlybuf4s50_1" \
    groute.usage.overall_pct 29.3 \
    syn_inst 1820 \
    first_global_vias 18685 \
    num_rows 101 \
    grt_start_max_net_pins 118 \
    postPlaceCellArea_sq_mm 0.0272 \
    clockBufferDepth 3 \
    numCtsBuffers 58 \
    worstPathBufferInverterCount 7 \
    syn_area_per_cell_sq_um 12.8 \
    fin_crit_sh_pct 99.8 \
    rsz0062_at_grt "yes" \
    dr.pass1.iters 5 \
    reg.largest.list "rf: 512 flops" \
    met1_usage_pct 39.8 \
    fp_util_pct 30.5 \
    total_leakage_power_uw 0.0139 \
    synth-edff-count 0 \
    grtUsageMet3_pct 12.1 \
    cp_common_cell "buf_4" \
    grt-ovfl-total 0 \
    worstSetupPathType "in2out" \
    synth_area_sq_mm 0.0233 \
    status "finished clean" \
    ant_nets 0 \
    io_buffers 31 \
    hold_class "reg2reg" \
    top_register "rf" \
    drc 0 \
    cp_max_fo 17 \
    syn2layout_area_growth_pct 27.4 \
    cp.depth 12 \
    yosys_cells 1820 \
    slowest_delay_ns 0.39 \
    cp.arrival_ns 3.67 \
    slew_viol_final 0 \
    pwr-share-seq_pct 47.5 \
    path_cells "buf_4, buf_12, buf_4, and4b_1, buf_12, buf_4, a32o_1, a211o_1, nor4_4, a31oi_2, buf_4, clkdlybuf4s50_1" \
    busiest_layer "met2" \
    p_int_uw 8530 \
    maxCapViolations 0 \
    yosys_area_sq_mm 0.0233 \
    async_flop_share_pct 100 \
    use_met2_pct 41.5 \
    fin_crit_ns 4.59 \
    boundaryPins 32 \
    via_per_inst 5.76 \
]
layer usage:
| layer | share of wire (%) | wire length (um) |
|---|---|---|
| met1 | 40 | 44100 |
| met2 | 43 | 46900 |
| met4 | 5.9 | 6470 |
| met3 | 11 | 12000 |
| met5 | 0.026 | 28 |
final cells by class:
| type | count | area (sq um) | share of cell area, % |
|---|---|---|---|
| antenna | 2 | 5.00 | 0.0168 |
| clock buffer | 83 | 1700 | 5.71 |
| clock inverter | 17 | 198 | 0.665 |
| sequential | 512 | 12800 | 43.1 |
| multi-input combinational | 1149 | 10500 | 35.3 |
| timing repair buffer | 360 | 3230 | 10.9 |
| tap | 1030 | 1290 | 4.34 |
| inverter | 1 | 7.51 | 0.0253 |
worst paths after layout:
path,slack (ns),end,from
setup / recovery,0.008,read_data[5],read_address[0]
hold / removal,0.50,rf[6][1],rf[6][1]
setup reg to reg,3.68,rf[55][5],rf[55][5]
hold reg to reg,0.50,rf[6][1],rf[6][1]
max in group asynchronous,2.53,rf[33][2],rst
min in group asynchronous,0.76,rf[62][2],rst
Yosys cell counts (3+ instances only):
cell type,number
nand2b_1,7
a31oi_1,15
nor3_1,12
a22o_1,9
mux2i_1,12
a22oi_1,41
nor2_1,45
nand4_1,46
or2_2,6
and4_1,3
buf_2,16
clkbuf_1,122
a32o_1,10
and2_1,11
dfrtp_1,512
nand2_1,72
nor4b_1,4
nor2b_1,6
or4_1,5
a21oi_1,5
nand4b_1,3
and3_1,26
a32oi_1,103
and2_0,9
nor4_1,17
nand3_1,113
o21ai_0,10
nor4bb_1,7
buf_1,18
a2111oi_0,5
mux2_2,517
and4b_1,4
power by group through the flow:
stage / sequential [uW] / clock [uW] / combinational [uW]
4_1_cts: 5450 / 4780 / 1330
5_1_grt: 5530 / 4930 / 1430
6_report: 5470 / 4710 / 1340
cell families after synthesis:
kind of cell	share of synthesized area (%)
and+or+nand+nor	9.28
DFF	54.9
buffers and inverters	2.69
AOI/OAI and AO/OA	7.45
muxes	25.7
what timing repair did:
action	in CTS	in global routing
pin swaps	19	17
resized	107	33
setup buffers	6	6
cloned	3	0
setup endpoints to repair	8	6
endpoints found under the hold margin	0	0
hold buffers	0	0
through the flow:
step / TNS [ns] / setup WS, ns / total power, uW / cells
3_3_place_gp: -4.94 / -0.779 / 6780 / 3039
3_5_place_dp: -4.76 / -0.720 / 6810 / 3039
4_1_cts: 0 / 0.00323 / 11600 / 3146
6_report: 0 / 0.00806 / 11500 / 3154
2_1_floorplan: -1675.43 / -3.27 / 6180 / 1820
5_1_grt: -0.0268 / -0.0223 / 11900 / 3152
Power and IR drop assume default switching activity.
