$ cat design.v
module IfmapSpad(clk, rst, w_en, r_en, write_data, read_address, write_address, read_data);
input clk, rst, w_en, r_en;
input  [7:0] write_data;
input  [5:0] read_address, write_address;
output [7:0] read_data;
reg [7:0] rf [63:0];
integer i;
assign read_data = (r_en)? rf[read_address] : 8'd0;
always@(posedge clk or posedge rst)begin
	if(rst)begin
		for(i=0; i<=63; i=i+1)begin
			rf[i] <= 8'd0;     
		end
	end
	else begin
		if(w_en)begin
			rf[write_address] <= write_data;
		end
	end
end
endmodule
$ cat config.mk
export PLATFORM = sky130hd
export DESIGN_NAME = IfmapSpad
export DESIGN_NICKNAME = IfmapSpad
export VERILOG_FILES = /design/flow/design.v
export SDC_FILE = /design/flow/constraint.sdc
export NUM_CORES = 4
export LEC_CHECK = 1
export CORE_UTILIZATION = 50
$ cat constraint.sdc
current_design IfmapSpad

set clk_period 5.7
set clk_io_pct 0.2

create_clock -name clk0 -period $clk_period [get_ports {clk}]

set non_clock_inputs [all_inputs -no_clocks]
set_input_delay [expr $clk_period * $clk_io_pct] -clock clk0 $non_clock_inputs
set_output_delay [expr $clk_period * $clk_io_pct] -clock clk0 [all_outputs]
$ cat run.sh
#!/bin/bash
# OpenROAD 26Q1-2900-gdf79404cd8, Yosys 0.63+post, stock flow scripts
make -C /OpenROAD-flow-scripts/flow DESIGN_CONFIG=/design/flow/config.mk WORK_HOME=/design/flow/orfs finish
==> GITHUB_STEP_SUMMARY <==
### Yosys + OpenROAD results

| Metric | Value |
|---|---|
| Die Height | between 200 and 250 um |
| H-tree depth | 2 |
| Tool Warnings | 38 |
| XORs/XNORs by Area | 0% |
| Num CTS Buffers | ~55 |
| Static Leak | 12.8 nW |
| Initial DRC count | around 1.7k |
| Top cell excl fill/tap | mux2_2 |
| TritonCTS clock tree | built |
| Root Buffer | clkbuf_16 |
| Startpoint Class | input port |
| Hold Vio Cnt, Final | 0 |
| R2R setup slack | 4.77 ns |
| WL met2 | between 40,000 and 50,000 um |
| Post-Syn Area | roughly 23,000 um^2 |
| Slew @ Worst Pin | 1.01 ns |
| Largest net degree at the start of global routing | about 130 |
| Metal-1 WL | around 38,000 um |
| # DRC | 0 |
| Cells on worst reg2reg path | 1 |
| Remaining Overflow, GRT | 0 |
| RR Endpoint | rf[32][1] |
| Flops after synth | around 510 |
| Layout cells sized above 1 | between 40% and 50% |
| Core area | roughly 46,000 um^2 |
| Crit path DAT | 4.53 ns |
| CP Capture Type | output pin |
| Mux share | 25.7% |
| Crit path to | read_data[4] |
| Dominant kind of combinational cell | multiplexers |
| Post-Place Cell Area | 25,300 um^2 |
| First-pass GRT wire length | 140,000 um |
| Fa+ha+maj area frac | 0% |
| Clk slew on worst S/H paths | 0.06 ns |
| Final ANT Viol Nets | 0 |
| Crit path required time | about 4.6 ns |
| Final Setup Violations | 0 |
| Gp weighted congestion | 1.08 |
| CP Launch Point | read_address[5] |
| All-Layer GR Usage | about 45% |
| Detailed Place HPWL | just under 70,000 um |
| YS chip area | 23,300 um^2 |
| Vias in the first global route | 17.8k |
| Slew HR | 32.2% |
| Power Density | 332 nW/um^2 |
| Hold_ws | 0.496 ns |
| Top reg by flops | rf |
| DRT Wirelength | 98,800 um |
| CP Class | input port to output pin |
| Syn. warnings | 2 |
| Fp util | between 50% and 60% |
| Fmax | roughly 180 MHz |
| Status | finished, final reports clean |
| Die Wd | 218 um |
| Worst-path maximum fanout | 9 |
| Slew Viols, Final | 0 |
| Sequential share of the synthesized area | 54.9% |
| Late-Pin Clk Latency | 0.62 ns |
| Die Size | around 48,000 um^2 |
| Detailed-route via count | 17.8k |
| Asr flop ratio synth | 100% |
| Commonest flop | dfrtp_1 |
| Worst slack, placed | -0.136 ns |
| And+or+nand+nor area frac | 9.28% |
| Distinct lib cells | 55 |
| Fin area | 27,200 um^2 |
| EDFF count, synth | 0 |
| Number of max-cap violations | 0 |
| AND-OR/OR-AND share of the synthesized area | 7.45% |
| Ports | 32 |
| Hold Crit Class | register to register |
| Mapped Cells | 1,820 |
| Top sig layer | met4 |
| Area grow syn2layout | 16.7% |
| Fill count | about 3.5k |
| RSZ-0062 raised after global routing | false |
| VDD IR max | 0.356 mV |
| Pre-Repair DR Iteration Count | 5 |
| Post-CTS Hold Buffers | 0 |
| Yosys Instances | 1,820 |
| Fin Clk Skew | 0 ns |
| Final worst slack | 0.0279 ns |
| Max reg flops | just over 500 |
| Port buffer count | 31 |
| Final Cycle Share | 99.5% |
| Routed wl met3 | roughly 12,000 um |
| # rows | 78 |
| Syn Area/Cell | around 13 um^2 |
| Initial antenna violation count | 1 |
| Top Layout Cells | mux2_2, dfrtp_1, buf_4 |
| Top Registers | rf: 512 flops |
| Vias per cell | between 6 and 7 |
| Sink Count | 512 |
| Tot Pwr | between 9 and 10 mW |
| Crit path time final | 5.67 ns |
| WL per Instance | 38.5 um |
| FF-to-FF Start | rf[32][1] |
| Buffer depth of the longest clock path | 3 |
## logic make-up (layout without fill, tap and decap cells)
group                  after synthesis  count (layout)
multiplexers                       532             532
flip-flops                         512             512
AND/OR/NAND/NOR                    403             403
other                                0               2
buffers and inverters              159             301
AND-OR/OR-AND                      214             214
## how the worst min path moves through the flow
stage / from / end / slack [ns] / cells after the start
after CTS: rf[59][2] / rf[59][2] / 0.49 / 1
after global routing: rf[59][2] / rf[59][2] / 0.51 / 1
final: rf[59][2] / rf[59][2] / 0.50 / 1
## what timing repair did
item                       in CTS  in global routing
setup buffers                   0                  2
setup endpoints to repair       5                  5
resized                         5                  6
pin swaps                       0                  1
## final cells by class
type	count	area [um^2]	area share [%]
flip-flops and latches	512	12800	47.1
multi-input cells	1149	10100	37.0
repair buffers	202	1740	6.39
clock buffers	79	1640	6.02
well taps	600	751	2.76
clock inverters	19	194	0.713
inverters	1	7.51	0.0276
diodes	2	5.00	0.0184
## worst max-delay path, cell delays in order
cell and delay, ns:
clkdlybuf4s50_1 0.58, buf_4 0.23, nand2b_1 0.29, nor2_1 0.13, buf_4 0.20, a32oi_1 0.36
nand4_1 0.26, or4_1 0.51, o31a_1 0.40, clkdlybuf4s50_1 0.43
## layer usage
metal	vias to the layer above	GRT usage, %
met5	-	0
met4	0	20.3
met3	291	18.7
met2	1082	63.0
met1	9331	64.2
li1	7106	-
## metrics by stage
stage | setup TNS, ns | utilization (%) | instances
CTS | 0 | 59.5 | 2560
detailed placement | -0.331 | 55.5 | 2462
finish | 0 | 59.6 | 2564
global placement | -0.318 | 55.5 | 2462
global route | 0 | 59.6 | 2562
floorplan | -1224.87 | - | 1820
## synth_stat cells, types with 6 or more instances
library cell	number	area share [%]
mux2_2	517	25
dfrtp_1	512	55
clkbuf_1	122	2.0
nand3_1	113	2.4
a32oi_1	103	3.9
nand2_1	72	1.2
nand4_1	46	1.2
nor2_1	45	0.72
a22oi_1	41	1.3
and3_1	26	0.70
buf_1	18	0.29
nor4_1	17	0.46
buf_2	16	0.34
a31oi_1	15	0.40
mux2i_1	12	0.51
nor3_1	12	0.26
and2_1	11	0.29
a32o_1	10	0.43
o21ai_0	10	0.21
a22o_1	9	0.34
and2_0	9	0.24
nand2b_1	7	0.19
nor4bb_1	7	0.30
nor2b_1	6	0.16
or2_2	6	0.16
## where the power goes
part	leakage [nW]	switching, mW	total, mW	internal, mW
Clock	0.909	1.53	3.65	2.12
Sequential	6.81	0.304	4.41	4.11
Combinational	5.09	0.491	0.968	0.477
Total	12.8	2.32	9.03	6.71
Power is estimated from default activity; no workload was simulated.
