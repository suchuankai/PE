===== design/flow/constraint.sdc =====
current_design Psum_Spad

set clk_period 6.6
set clk_io_pct 0.2

create_clock -name clk0 -period $clk_period [get_ports {clk}]

set non_clock_inputs [all_inputs -no_clocks]
set_input_delay [expr $clk_period * $clk_io_pct] -clock clk0 $non_clock_inputs
set_output_delay [expr $clk_period * $clk_io_pct] -clock clk0 [all_outputs]

===== design/flow/config.mk =====
export PLATFORM = sky130hd
export DESIGN_NAME = Psum_Spad
export DESIGN_NICKNAME = Psum_Spad
export VERILOG_FILES = /design/flow/design.v
export SDC_FILE = /design/flow/constraint.sdc
export NUM_CORES = 4
export LEC_CHECK = 1
export CORE_UTILIZATION = 40

===== design/flow/run.sh =====
#!/bin/bash
# OpenROAD 26Q1-2900-gdf79404cd8, Yosys 0.63+post, stock flow scripts
make -C /OpenROAD-flow-scripts/flow DESIGN_CONFIG=/design/flow/config.mk WORK_HOME=/design/flow/orfs finish

===== design/flow/design.v =====
module Psum_Spad(clk, rst, w_en, r_en, write_data, read_address, write_address, read_data);
input clk, rst, w_en, r_en;
input  [23:0] write_data;
input  [4:0]  read_address, write_address;
output [23:0] read_data;
reg [23:0] rf [31:0];
integer i;
assign read_data = (r_en)? rf[read_address] : 24'd0;
always@(posedge clk or posedge rst)begin
	if(rst)begin
		for(i=0; i<=31; i=i+1)begin
			rf[i] <= 24'd0;   
		end
	end
	else begin
		if(w_en)begin
			rf[write_address] <= write_data;
		end
	end
end
endmodule

==> impl_metrics.py <==
# Auto-generated metrics
metrics = {
    "run_status": {
        "status": "completed",
    },
    "final_timing": {
        "fin_setup_tns_ps": 0,
        "fin_crit_sh": 0.913,
        "tightest_slew_ps": 931,
        "skew_ps": 0,
        "hold_violations": 0,
        "slew_headroom": 0.371,
        "rsz0062_at_grt": "false",
        "finalMaxSlewViolations": 0,
        "setup_viol": 0,
        "fin_crit_ps": 6030,
        "fmax_mhz": 166,
    },
    "setup_path": {
        "critPathArrivalTime_ps": 4710,
        "cp.depth": 10,
        "crit_family": "buffers and inverters",
        "critPathRequiredTime_ps": 5280,
        "path_buffers": 5,
        "path_common_cell": "buf_4",
        "worst_path_largest_cell_delay_ps": 630,
        "path_cells": "clkdlybuf4s50_1 -> buf_4 -> nor2_4 -> buf_4 -> nand2_1 -> buf_4 -> nand4_1 -> nor4_1 -> a31oi_1 -> clkdlybuf4s50_1",
        "cp-end-kind": "output pin",
        "crit_path_start_kind": "primary input",
        "worst-path-max-fanout": 22,
        "reg2reg_depth": 1,
        "cp_slowest_cell": "clkdlybuf4s50_1",
        "crit_type": "primary input to output pin",
    },
    "die": {
        "initial_utilization": 0.405,
        "dieWidth_um": 296,
        "die_y_um": 296,
        "core.rowCount": 107,
        "ios": 62,
        "core_area_sq_um": 85500,
        "design.die.area_sq_um": 87900,
    },
    "cts": {
        "h-tree-depth": 3,
        "post_cts_buffers": 0,
        "ctsLongestPathBuffers": 3,
        "root_buffer": "clkbuf_16",
        "clk_pin_slew_worst_paths_ps": 60,
        "insertion_delay_ps": 640,
        "cts.repair.resized": 0,
        "cts_made_buffers": 81,
        "hold_buffers": 0,
        "cts_tree": "yes",
        "cts_sinks": 768,
    },
    "worst_hold_path": {
        "hold_depth": 1,
        "hp-class": "flip-flop to flip-flop",
    },
    "placement": {
        "gp_congestion": 0.888,
        "io_buffers": 61,
        "dp_cells": 3788,
        "dp.final_hpwl_um": 65800,
    },
    "route": {
        "drtIter0Drc": 1878,
        "vias": 24400,
        "antenna_left": 0,
        "vias_per_cell": 6.20,
        "drtPass1Iterations": 5,
        "drc_errors": 0,
        "wirelength_um": 115000,
        "wl_per_cell_um": 29.3,
    },
    "global_routing": {
        "grtUsageTotal": 0.280,
        "overflow": 0,
        "grt_first_pass_wirelength_um": 171000,
        "antenna_found_initial": 2,
        "first_global_vias": 25200,
        "grt_max_degree": 135,
    },
    "layout": {
        "syn2layout_area_growth_pct": 14.0,
        "mostFrequentLayoutCell": "dfrtp_1",
        "top_register": "rf",
        "top_regs": "rf (768)",
        "largest_reg_flops": 768,
        "lay_top_cells": "dfrtp_1, mux2_2, nand3_1",
        "fin_cells": 3931,
        "drive_gt1_frac": 0.373,
    },
    "synth": {
        "synthArstFlopShare": 1.00,
        "synth_area_sq_um": 34700,
        "ys.flop_type": "dfrtp_1",
        "yosysWarningCount": 2,
        "syn_inst": 2726,
        "edf_count": 0,
        "synth_area_per_cell_sq_um": 12.7,
        "ys_ff": 768,
        "ys_area_sq_um": 34700,
        "synth_seq_share": 0.554,
        "ys_types": 53,
        "synth_stat.cells": 2726,
    },
    "run": {
        "max_cap_violations": 0,
        "warning_count": 41,
    },
    "power": {
        "max-vdd-ir-drop_v": 0.000220,
        "power_density_nw_per_um2": 305,
        "p_leak_nw": 17.4,
    },
}
==> synth_stat cells, types with 9 or more instances <==
library cell | instances | area share
a222oi_1 | 16 | 0.0046
dfrtp_1 | 768 | 0.55
nand3_1 | 325 | 0.047
buf_1 | 25 | 0.0027
a32oi_1 | 20 | 0.0051
a22o_1 | 22 | 0.0056
buf_2 | 57 | 0.0082
a21oi_1 | 9 | 0.0013
a22oi_1 | 94 | 0.020
mux2_1 | 43 | 0.014
a31oi_1 | 26 | 0.0047
nor4_1 | 19 | 0.0034
a2111oi_0 | 15 | 0.0038
nand4_1 | 84 | 0.015
and2_1 | 17 | 0.0031
nand2_1 | 21 | 0.0023
mux2_2 | 729 | 0.24
and4_1 | 22 | 0.0056
nor3_1 | 11 | 0.0016
nor2_1 | 22 | 0.0024
and3_1 | 61 | 0.011
clkbuf_1 | 195 | 0.021
o21ai_0 | 35 | 0.0051
nor2b_1 | 10 | 0.0018
==> cells by family after synthesis <==
kind of cell,count (synthesis),share of synthesized area
compound gates,261,0.0566
buf+inv,286,0.0335
flops,768,0.554
mux,778,0.252
simple gates,633,0.103
==> layer usage <==
layer | vias up | GRT usage | part of all wire
met5 | - | 0 | 0
met4 | 0 | 0.0939 | 0.039
met3 | 257 | 0.125 | 0.12
met2 | 1200 | 0.405 | 0.44
met1 | 12800 | 0.385 | 0.40
li1 | 10200 | - | -
==> area by class of cell <==
type	instances	area, sq um
diodes	3	7.51
clock buffers	120	2330
clock inverters	20	240
fillers	7304	46000
inverters	5	22.5
multi-input cells	1672	14500
flip-flops and latches	768	19200
well taps	1144	1430
repair buffers	199	1780
==> power breakdown <==
part,internal [mW],switching (mW),leakage [nW]
clock network,2.60,1.88,1.27
logic,0.829,0.683,6.27
registers,5.62,0.443,9.83
==> metrics by stage <==
step | power [mW] | cell area [sq um] | util | worst slack (ps) | hold WS [ps]
2_1_floorplan | 7.14 | 34700 | - | -5250 | 456
3_3_place_gp | 7.55 | 36900 | 0.432 | 601 | 472
3_5_place_dp | 7.63 | 36900 | 0.432 | 615 | 476
4_1_cts | 12.1 | 39500 | 0.462 | 581 | 490
5_1_grt | 12.5 | 39500 | 0.462 | 478 | 507
6_report | 12.1 | 39500 | 0.462 | 574 | 485
==> worst paths after layout <==
kind	slack [ps]	startpoint	to
setup / recovery	570	read_address[3]	read_data[20]
hold / removal	490	rf[12][5]	rf[12][5]
setup reg to reg	5780	rf[12][8]	rf[12][8]
hold reg to reg	490	rf[12][5]	rf[12][5]
max in group asynchronous	4060	rst	rf[17][9]
min in group asynchronous	1210	rst	rf[3][2]
Power figures rest on the tool's default switching activity, not on a simulated workload.
